===== /design/flow/run.sh =====
#!/bin/bash
# OpenROAD 26Q1-2900-gdf79404cd8, Yosys 0.63+post, stock flow scripts
make -C /OpenROAD-flow-scripts/flow DESIGN_CONFIG=/design/flow/config.mk WORK_HOME=/design/flow/orfs finish

===== /design/flow/config.mk =====
export PLATFORM = sky130hd
export DESIGN_NAME = UART_Module
export DESIGN_NICKNAME = UART_Module
export VERILOG_FILES = /design/flow/design.v
export SDC_FILE = /design/flow/constraint.sdc
export NUM_CORES = 4
export LEC_CHECK = 1
export CORE_UTILIZATION = 50

===== /design/flow/constraint.sdc =====
current_design UART_Module

set clk_period 4.6
set clk_io_pct 0.2

create_clock -name clk0 -period $clk_period [get_ports {sys_clk}]

set non_clock_inputs [all_inputs -no_clocks]
set_input_delay [expr $clk_period * $clk_io_pct] -clock clk0 $non_clock_inputs
set_output_delay [expr $clk_period * $clk_io_pct] -clock clk0 [all_outputs]

===== /design/flow/design.v =====
`timescale 1ns / 1ps
module Baud_Rate_Module (
    input wire sys_clk,
    input wire reset,  
    input wire [1:0] baud_select,  
    output wire baud_clk
);
reg [11:0] counter = 0;
reg clk_en_reg = 0;
reg [11:0] counter_max = 0;
always@(*)
begin
    case(baud_select)
    0: counter_max = 11'd1302;  
    1: counter_max = 11'd651;  
    2: counter_max = 11'd326;  
    3: counter_max = 11'd163;  
    default: counter_max = 11'd0;
    endcase
end
always @(posedge sys_clk or negedge reset) 
begin
    if (!reset) 
        begin
            counter <= 0;
            clk_en_reg <= 0;
        end
    else
        begin
            if (counter == counter_max) 
                begin
                counter <= 0;
                clk_en_reg <= 1;
            end 
            else 
                begin
                counter <= counter + 1;
                clk_en_reg <= 0;
            end
        end
end
assign baud_clk = clk_en_reg;
endmodule
`timescale 1ns / 1ps
module Parity_rx(
    input  wire [7:0] data_in,  
    input  wire parity_type,  
    input  wire received_parity,  
    output wire [7:0] data_out,  
    output wire parity_error  
);
assign data_out     = data_in;
assign parity_error = (parity_type == 1'b1) ? (received_parity != (~^data_in))  
                                             : (received_parity != (^data_in));  
endmodule
`timescale 1ns / 1ps
module Parity_tx(
    input  wire [7:0] data_in,  
    input  wire       parity_type,  
    output wire [7:0] data_out,  
    output wire       parity_out  
);
assign data_out   = data_in;
assign parity_out = (parity_type == 1'b1) ? ~^data_in : ^data_in;  
endmodule
`timescale 1ns / 1ps
module Receiver(
    input  wire sys_clk,
    input  wire reset,
    input  wire baud_clk,  
    input  wire rx_in,  
    output wire [7:0] data_out,  
    output wire parity_bit,  
    output wire data_ready,  
    output wire busy  
);
parameter IDLE = 3'b000;
parameter START_BIT = 3'b001;
parameter DATA_BITS = 3'b010;
parameter PARITY_BIT = 3'b011;
parameter STOP_BIT = 3'b100;
reg [2:0] state = IDLE;
reg [7:0] data_buffer = 0;
reg [3:0] baud_count = 0;  
reg [3:0] bit_count = 0;  
reg [7:0] data_out_reg = 0;
reg parity_bit_reg = 0;
reg data_ready_reg = 0;
reg busy_reg = 0;
always @(posedge sys_clk or negedge reset) begin
    if (!reset) begin
        state <= IDLE;
        data_buffer <= 0;
        bit_count <= 0;
        baud_count <= 0;
        data_out_reg <= 0;
        parity_bit_reg <= 0;
        data_ready_reg <= 0;
        busy_reg <= 0;
    end else begin
        data_ready_reg <= 0;
        if (baud_clk) begin
            case (state)
                IDLE: begin
                    busy_reg <= 0;
                    baud_count <= 0;
                    bit_count <= 0;
                    if (!rx_in) begin
                        state <= START_BIT;
                    end
                end
                START_BIT: begin
                    if (baud_count == 7) begin
                        if (rx_in == 0) begin
                            state <= DATA_BITS;
                            baud_count <= 0;
                            busy_reg <=1;
                        end else begin
                            state <= IDLE;   
                        end
                    end else begin
                        baud_count <= baud_count + 1;
                    end
                end
                DATA_BITS: begin
                    if (baud_count == 15) begin
                        data_buffer[bit_count] <= rx_in;
                        baud_count <= 0;
                        if (bit_count == 7) state <= PARITY_BIT;
                        bit_count <= bit_count + 1;
                    end else begin
                        baud_count <= baud_count + 1;
                    end
                end
                PARITY_BIT: begin
                    if (baud_count == 15) begin
                        parity_bit_reg <= rx_in;
                        baud_count <= 0;
                        state <= STOP_BIT;
                    end else begin
                        baud_count <= baud_count + 1;
                    end
                end
                STOP_BIT: begin
                    if (baud_count == 15) begin
                        if (rx_in) begin
                            data_out_reg <= data_buffer;
                            data_ready_reg <= 1;  
                            busy_reg <= 0; 
                        end
                        state <= IDLE;
                    end else begin
                        baud_count <= baud_count + 1;
                    end
                end
            endcase
        end
    end
end
assign data_out = data_out_reg;
assign parity_bit = parity_bit_reg;
assign data_ready = data_ready_reg;
assign busy = busy_reg;
endmodule
`timescale 1ns / 1ps
module Transmitter(
    input wire sys_clk,
    input wire reset,
    input wire clk_en,  
    input wire [7:0] data_in,
    input wire send_data,  
    input wire parity_in,  
    output wire tx_out,
    output wire tx_busy  
);
parameter IDLE = 3'b000;
parameter START_BIT = 3'b001;
parameter DATA_BITS = 3'b010;
parameter PARITY_BIT = 3'b011;
parameter STOP_BIT = 3'b100;
reg [2:0] state = IDLE;
reg [7:0] data_buffer;
reg [3:0] bit_count = 0;
reg tx_out_reg = 1;  
reg tx_busy_reg = 0;
reg [3:0] baud_count = 0;  
always @(posedge sys_clk or negedge reset) begin
    if (!reset) begin
        state <= IDLE;
        data_buffer <= 0;
        bit_count <= 0;
        tx_out_reg <= 1;
        tx_busy_reg <= 0;
        baud_count <= 0;
    end else begin
        case (state)
            IDLE: begin
                tx_out_reg <= 1;  
                tx_busy_reg <= 0;
                baud_count <= 0;
                if (send_data) begin
                    data_buffer <= data_in;
                    tx_busy_reg <= 1;
                    state <= START_BIT;
                end
            end
            START_BIT: begin
                if (clk_en) begin
                    tx_out_reg <= 0;  
                    if (baud_count == 15) begin
                        state <= DATA_BITS;
                        baud_count <= 0;
                        bit_count <= 0;
                    end else begin
                        baud_count <= baud_count + 1;
                    end
                end
            end
            DATA_BITS: begin
                if (clk_en) begin
                    tx_out_reg <= data_buffer[bit_count];  
                    if (baud_count == 15) begin
                        baud_count <= 0;
                        if (bit_count == 7) begin
                            state <= PARITY_BIT;
                        end
                        bit_count <= bit_count + 1;
                    end else begin
                        baud_count <= baud_count + 1;
                    end
                end
            end
            PARITY_BIT: begin
                if (clk_en) begin
                    tx_out_reg <= parity_in;  
                    if (baud_count == 15) begin
                        state <= STOP_BIT;
                        baud_count <= 0;
                    end else begin
                        baud_count <= baud_count + 1;
                    end
                end
            end
            STOP_BIT: begin
                if (clk_en) begin
                    tx_out_reg <= 1;  
                    if (baud_count == 15) begin
                        state <= IDLE;
                    end else begin
                        baud_count <= baud_count + 1;
                    end
                end
            end
        endcase
    end
end
assign tx_out = tx_out_reg;
assign tx_busy = tx_busy_reg;
endmodule
`timescale 1ns / 1ps
module UART_Module(
    input  wire sys_clk,
    input  wire reset,
    input  wire [1:0] baud_select,  
    input  wire [7:0] tx_data_in,   
    input  wire send_data,  
    input  wire parity_type,  
    input  wire rx_in,  
    output wire tx_out,  
    output wire tx_busy,  
    output wire [7:0] rx_data_out,  
    output wire rx_data_ready,  
    output wire rx_busy,  
    output reg parity_error  
);
    wire baud_clk;
    wire [7:0] tx_data_aligned;
    wire tx_parity_bit;
    wire [7:0] rx_data_raw;
    wire rx_parity_bit;
    wire rx_data_ready_int;
    wire parity_error_int;
    Baud_Rate_Module baud_gen_inst (
        .sys_clk(sys_clk),
        .reset(reset),
        .baud_select(baud_select),
        .baud_clk(baud_clk)
    );
    Parity_tx parity_tx_inst (
        .data_in(tx_data_in),
        .parity_type(parity_type),
        .data_out(tx_data_aligned),   
        .parity_out(tx_parity_bit)      
    );
    Transmitter tx_inst (
        .sys_clk(sys_clk),
        .reset(reset),
        .clk_en(baud_clk),         
        .data_in(tx_data_aligned),
        .send_data(send_data),
        .parity_in(tx_parity_bit),
        .tx_out(tx_out),
        .tx_busy(tx_busy)
    );
    Receiver rx_inst (
        .sys_clk(sys_clk),
        .reset(reset),
        .baud_clk(baud_clk),
        .rx_in(rx_in),
        .data_out(rx_data_raw),
        .parity_bit(rx_parity_bit),
        .data_ready(rx_data_ready_int),
        .busy(rx_busy)
    );
    Parity_rx parity_rx_inst (
        .data_in(rx_data_raw),
        .received_parity(rx_parity_bit),
        .parity_type(parity_type),
        .data_out(rx_data_out),
        .parity_error(parity_error_int)
    );
    always @(posedge sys_clk or negedge reset) begin
        if (!reset)
            parity_error <= 1'b0;
        else if (rx_data_ready_int)
            parity_error <= parity_error_int;
    end
    assign rx_data_ready = rx_data_ready_int;
endmodule

==> results.py <==
# Physical implementation metrics
metrics = {
    "route": {
        "drt_iter0_drc": 192,
        "wl_mm": 6.784,
        "drc_errors": 0,
        "firstDrtPassIters": 4,
        "antennaDiodeCount": 0,
        "viasPerCell": 5.548,
        "vias": 2691,
        "drt-wirelength-per-cell_um": 13.99,
        "ant_nets": 0,
    },
    "synthesis": {
        "common_cells": "dfrtp_1 (64), o21ai_0 (30), nand2_1 (28), nor2_1 (25), xnor2_1 (22)",
        "synth-edff-count": 0,
        "largest_area_cell": "dfrtp_1",
        "synth_flops": 65,
        "async_flop_share_pct": 100.0,
        "synth_cells": 361,
        "yosys.stat.seqShare_pct": 45.96,
        "ys_warn_count": 4,
        "syn_area_per_cell_sq_um": 9.812,
        "synthDominantCellAreaShare_pct": 45.21,
        "top_cell": "dfrtp_1",
        "syn_area_sq_mm": 0.003542,
        "yosys_cells": 361,
        "synth_cell_type_count": 56,
        "ys_area_sq_mm": 0.003542,
        "synthFlopType": "dfrtp_1",
        "topCellsByArea": "dfrtp_1 (45%), mux2_2 (6.7%), xnor2_1 (5.4%)",
    },
    "global_routing": {
        "grt_max_degree": 36,
        "grt_pass1_vias": 2537,
        "grtUsageTotal_pct": 20.93,
        "overflow": 0,
        "grt_pass1_wl_mm": 12.09,
        "antenna_found_initial": 0,
    },
    "flow_run": {
        "drv_cap": 0,
        "openroad.warnings": 30,
    },
    "final_layout": {
        "top_register": "baud_gen_inst.counter",
        "area_delta_synth_final_pct": 14.94,
        "largest_reg_flops": 12,
        "seq_area_sq_mm": 0.001628,
        "final_layout_size_suffix_gt1_share_pct": 11.31,
        "stdcell_count": 485,
        "nFillCells": 590,
        "logic_area_sq_mm": 0.001803,
    },
    "final_timing": {
        "layout_min_cycle_time_ns": 2.601,
        "finalSetupTns_ns": 0,
        "period_used_pct": 56.54,
        "fin_ws_ns": 1.999,
        "maxSlewHeadroom_pct": 54.55,
        "worstMarginPinSlew_ns": 0.6817,
        "maxSlewViolCount": 0,
        "rsz0062_at_grt": "false",
        "finalHoldViolCount": 0,
        "finalSetupViolations": 0,
        "max_freq_ghz": 0.3845,
        "skew_ns": 0.008118,
    },
    "cts": {
        "cts_resized": 0,
        "cts_hold_buf": 0,
        "cts.clk_slew.worst_paths_ns": 0.06,
        "cts_htree_levels": 3,
        "cts_root_buf": "clkbuf_8",
        "clockBufferDepth": 2,
        "clock.latency.late_pin_ns": 0.34,
        "numCtsBuffers": 9,
        "cts_tree": "done",
        "post_cts.repair.setup_buffers": 0,
        "cts.sinks": 65,
    },
    "worst_setup_path": {
        "crit_type": "primary input to flip-flop",
        "cp_max_fo": 12,
        "critPathCaptureType": "flip-flop",
        "worst_ep_arrival_time_ns": 2.82,
        "start_kind": "primary input",
        "crit_required_ns": 4.82,
        "slowest_delay_ns": 0.54,
        "cpMaxStageDelayCell": "or4b_1",
        "path_cells": "clkdlybuf4s50_1 > or4b_1 > a221oi_1 > o21ai_0 > a211oi_1 > buf_4 > nor2_1",
    },
    "placed_design": {
        "post-place-ws_ns": 1.648,
        "dpl.cell_count": 470,
        "portBuffers": 27,
        "hpwl_mm": 4.770,
        "routabilityCongestion": 0.8388,
    },
    "worst_hold_path": {
        "min_path_type": "flip-flop to flip-flop",
    },
    "floorplanning": {
        "initCoreUtil_pct": 51.85,
        "chip_area_sq_mm": 0.007425,
        "row_count": 30,
        "fp.coreArea_sq_mm": 0.006832,
        "die_h_um": 86.17,
        "dieWidth_um": 86.17,
        "io_pins": 28,
    },
    "pwr": {
        "power.density_mw_per_mm2": 275.6,
        "vdd_drop_max_uv": 176.8,
        "p_leak_nw": 1.685,
    },
    "run_status": {
        "status": "finished clean",
    },
}
-- placed cells by master (no fill, tap or decap), types with 3 or more instances in the layout --
cell,count
nor3_1,6
ha_1,9
nor2_1,25
nand4_1,3
inv_1,12
xor2_1,9
o31ai_1,4
nor4_1,7
nand2_1,28
mux2i_1,4
a31oi_1,3
nand3_1,17
a22o_1,4
xnor2_1,22
clkdlybuf4s50_1,26
a21oi_1,14
nor2b_1,6
dfrtp_1,64
and3_1,8
clkbuf_8,11
nand2b_1,7
mux2_2,21
o21ai_0,30
-- report_power, final --
group          internal (mW)  leakage [nW]  switching (mW)
combinational         0.0320         0.768          0.0272
sequential             0.581         0.814         0.00470
clock                  0.275         0.102           0.202
-- worst max-delay path: cells and delay by family --
kind / cells / cell delay [ns]
AOI/OAI and AO/OA: 3 / 0.55
and+or+nand+nor: 2 / 0.60
buffers and inverters: 2 / 0.75
-- final timing paths --
kind	cells past startpoint	endpoint	from	slack [ns]
worst max register to register	5	rx_inst.data_buffer[4]	baud_gen_inst.clk_en_reg	2.10
worst min-delay path	1	parity_error	rx_inst.data_ready_reg	0.47
max in group asynchronous	2	tx_inst.tx_out_reg	reset	3.06
worst min register to register	1	parity_error	rx_inst.data_ready_reg	0.47
worst max-delay path	7	baud_gen_inst.counter[10]	baud_select[0]	2.00
min in group asynchronous	1	rx_inst.data_out_reg[7]	reset	0.62
-- per-stage QoR --
step                      utilization, %  hold slack [ns]  total power, mW  cell area, sq um
after floorplan                        -           0.4181           0.6215              3542
after global placement             56.74           0.4527           0.6564              3876
after detailed placement           56.74           0.4579           0.6577              3876
after CTS                          59.60           0.4727            1.140              4071
after global routing               59.60           0.4915            1.169              4071
final                              59.60           0.4677            1.122              4071
-- layout make-up --
cell class	instances	area share (%)
repair buffers	29	6.884
well taps	96	2.950
flip-flops and latches	65	39.98
multi-input cells	268	44.28
inverters	12	1.106
clock inverters	3	0.9834
clock buffers	12	3.811
-- routing by layer --
layer / GRT usage, % / share of wire (%) / vias to the layer above
met1: 36.83 / 51 / 1277
li1: - / - / 1338
met4: 3.788 / 1.3 / 0
met3: 2.705 / 5.9 / 10
met5: 0 / 0 / -
met2: 29.44 / 42 / 66
-- logic make-up after synthesis --
group | after synthesis | synth area share (%)
AND-OR/OR-AND | 77 | 13.49
adder cells (fa/ha/maj) | 9 | 3.179
flip-flops | 65 | 45.96
XOR/XNOR | 31 | 7.665
AND/OR/NAND/NOR | 126 | 18.76
multiplexers | 25 | 7.807
buffers and inverters | 28 | 3.144
Power is estimated from default activity; no workload was simulated.
